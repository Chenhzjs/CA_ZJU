==> design/flow/design.v <==
module cache (
	input wire clk,   
	input wire rst,   
	input wire [ADDR_BITS-1:0] addr,   
    input wire load,     
	input wire store,   
	input wire edit,   
	input wire invalid,   
    input wire [2:0] u_b_h_w,  
	input wire [31:0] din,   
	output reg hit = 0,   
	output reg [31:0] dout = 0,   
	output reg valid = 0,   
	output reg dirty = 0,   
	output reg [TAG_BITS-1:0] tag = 0   
	);
    localparam 
    ADDR_BITS = 32,
    WORD_BYTES = 4,
    WORD_BYTES_WIDTH = 2,    
    WORD_BITS = (WORD_BYTES * 8),
    ELEMENT_WORDS = 4,
    ELEMENT_WORDS_WIDTH = 2,    
    BLOCK_WIDTH = (ELEMENT_WORDS_WIDTH + WORD_BYTES_WIDTH),    
    ELEMENT_NUM = 64,
    WAYS = 2,
    ELEMENT_INDEX_WIDTH = 6,    
    SET_INDEX_WIDTH = 5,    
    TAG_BITS = (ADDR_BITS - SET_INDEX_WIDTH - BLOCK_WIDTH);   
    wire [31:0] word1, word2;
    wire [15:0] half_word1, half_word2;
    wire [7:0]  byte1, byte2;
    wire recent1, recent2, valid1, valid2, dirty1, dirty2;
    wire [TAG_BITS-1:0] tag1, tag2;
    wire hit1, hit2;
    reg [ELEMENT_NUM-1:0] inner_recent = 0;
    reg [ELEMENT_NUM-1:0] inner_valid = 0;
    reg [ELEMENT_NUM-1:0] inner_dirty = 0;
    reg [TAG_BITS-1:0] inner_tag [0:ELEMENT_NUM-1];
    reg [31:0] inner_data [0:ELEMENT_NUM*ELEMENT_WORDS-1];
    integer i;
    initial begin
        for (i = 0; i < ELEMENT_NUM; i = i + 1)
            inner_tag[i] = 23'b0;
        for (i = 0; i < ELEMENT_NUM*ELEMENT_WORDS; i = i + 1)
            inner_data[i] = 32'b0;
    end
    wire [TAG_BITS-1:0] addr_tag;
    wire [SET_INDEX_WIDTH-1:0] addr_index;      
    wire [ELEMENT_INDEX_WIDTH-1:0] addr_element1; 
    wire [ELEMENT_INDEX_WIDTH-1:0] addr_element2;      
    wire [ELEMENT_INDEX_WIDTH+ELEMENT_WORDS_WIDTH-1:0] addr_word1;
    wire [ELEMENT_INDEX_WIDTH+ELEMENT_WORDS_WIDTH-1:0] addr_word2;  
    assign addr_tag = addr[ADDR_BITS - 1:ADDR_BITS - TAG_BITS];              
    assign addr_index = addr[ADDR_BITS - TAG_BITS - 1:ELEMENT_WORDS_WIDTH + WORD_BYTES_WIDTH];            
    assign addr_element1 = {addr_index, 1'b0};
    assign addr_element2 = {addr_index, 1'b1};       
    assign addr_word1 = {addr_element1, addr[ELEMENT_WORDS_WIDTH+WORD_BYTES_WIDTH-1:WORD_BYTES_WIDTH]};
    assign addr_word2 = {addr_element2, addr[ELEMENT_WORDS_WIDTH+WORD_BYTES_WIDTH-1:WORD_BYTES_WIDTH]};            
    assign word1 = inner_data[addr_word1];
    assign word2 = inner_data[addr_word2];                 
    assign half_word1 = addr[1] ? word1[31:16] : word1[15:0];
    assign half_word2 = addr[1] ? word2[31:16] : word2[15:0];            
    assign byte1 = addr[1] ?
                    addr[0] ? word1[31:24] : word1[23:16] :
                    addr[0] ? word1[15:8] :  word1[7:0]   ;
    assign byte2 = addr[1] ?
                    addr[0] ? word2[31:24] : word2[23:16] :
                    addr[0] ? word2[15:8] :  word2[7:0]   ;                 
    assign recent1 = inner_recent[addr_element1];
    assign recent2 = inner_recent[addr_element2];               
    assign valid1 = inner_valid[addr_element1];
    assign valid2 = inner_valid[addr_element2];                
    assign dirty1 = inner_dirty[addr_element1];
    assign dirty2 = inner_dirty[addr_element2];                
    assign tag1 = inner_tag[addr_element1];
    assign tag2 = inner_tag[addr_element2];                  
    assign hit1 = valid1 & (tag1 == addr_tag);
    assign hit2 = valid2 & (tag2 == addr_tag);                  
    always @ (posedge clk) begin
        valid <= recent1? valid2 : valid1;                   
        dirty <= recent1? dirty2 : dirty1;                    
        tag <= recent1? tag2 : tag1; ;                     
        hit <= hit1 | hit2;                     
        if (load) begin
            if (hit1) begin
                dout <=
                    u_b_h_w[1] ? word1 :
                    u_b_h_w[0] ? {u_b_h_w[2] ? 16'b0 : {16{half_word1[15]}}, half_word1} :
                    {u_b_h_w[2] ? 24'b0 : {24{byte1[7]}}, byte1};
                inner_recent[addr_element1] <= 1'b1;
                inner_recent[addr_element2] <= 1'b0;
            end
            else if (hit2) begin
                    dout <=
                    u_b_h_w[1] ? word2 :
                    u_b_h_w[0] ? {u_b_h_w[2] ? 16'b0 : {16{half_word2[15]}}, half_word2} :
                    {u_b_h_w[2] ? 24'b0 : {24{byte2[7]}}, byte2};
                inner_recent[addr_element1] <= 1'b0;
                inner_recent[addr_element2] <= 1'b1;
            end
        end
        else dout <= inner_data[ recent1 ? addr_word2 : addr_word1 ];
        if (edit) begin
            if (hit1) begin
                inner_data[addr_word1] <= 
                    u_b_h_w[1] ?         
                        din
                    :
                        u_b_h_w[0] ?     
                            addr[1] ?        
                                {din[15:0], word1[15:0]} 
                            :
                                {word1[31:16], din[15:0]} 
                        :    
                            addr[1] ?
                                addr[0] ?
                                    {din[7:0], word1[23:0]}    
                                :
                                    {word1[31:24], din[7:0], word1[15:0]}  
                            :
                                addr[0] ?
                                    {word1[31:16], din[7:0], word1[7:0]}    
                                :
                                    {word1[31:8], din[7:0]}  
                ;
                inner_dirty[addr_element1] <= 1'b1;
                inner_recent[addr_element1] <= 1'b1;
                inner_recent[addr_element2] <= 1'b0;
            end
            else if (hit2) begin
                    inner_data[addr_word2] <= 
                    u_b_h_w[1] ?         
                        din
                    :
                        u_b_h_w[0] ?     
                            addr[1] ?        
                                {din[15:0], word2[15:0]} 
                            :
                                {word2[31:16], din[15:0]} 
                        :    
                            addr[1] ?
                                addr[0] ?
                                    {din[7:0], word2[23:0]}    
                                :
                                    {word2[31:24], din[7:0], word2[15:0]}  
                            :
                                addr[0] ?
                                    {word2[31:16], din[7:0], word2[7:0]}    
                                :
                                    {word2[31:8], din[7:0]}  
                ;
                inner_dirty[addr_element2] <= 1'b1;
                inner_recent[addr_element1] <= 1'b0;
                inner_recent[addr_element2] <= 1'b1; 
            end
        end
        if (store) begin
            if (recent1) begin   
                inner_data[addr_word2] <= din;
                inner_valid[addr_element2] <= 1'b1;
                inner_dirty[addr_element2] <= 1'b0;
                inner_tag[addr_element2] <= addr_tag;
            end else begin
                inner_data[addr_word1] <= din;
                inner_valid[addr_element1] <= 1'b1;
                inner_dirty[addr_element1] <= 1'b0;
                inner_tag[addr_element1] <= addr_tag;
            end
        end
        if (invalid) begin
            inner_recent[addr_element1] <= 1'b0;
            inner_recent[addr_element2] <= 1'b0;
            inner_valid[addr_element1] <= 1'b0;
            inner_valid[addr_element2] <= 1'b0;
            inner_dirty[addr_element1] <= 1'b0;
            inner_dirty[addr_element2] <= 1'b0;
        end
    end
endmodule
==> design/flow/run.sh <==
#!/bin/bash
# OpenROAD 26Q1-2900-gdf79404cd8, Yosys 0.63+post, stock flow scripts
make -C /OpenROAD-flow-scripts/flow DESIGN_CONFIG=/design/flow/config.mk WORK_HOME=/design/flow/orfs finish
==> design/flow/config.mk <==
export PLATFORM = sky130hd
export DESIGN_NAME = cache
export DESIGN_NICKNAME = cache
export VERILOG_FILES = /design/flow/design.v
export SDC_FILE = /design/flow/constraint.sdc
export NUM_CORES = 4
export LEC_CHECK = 1
export CORE_UTILIZATION = 40
export SYNTH_MEMORY_MAX_BITS = 65536
==> design/flow/constraint.sdc <==
current_design cache

set clk_period 191.8
set clk_io_pct 0.2

create_clock -name clk0 -period $clk_period [get_ports {clk}]

set non_clock_inputs [all_inputs -no_clocks]
set_input_delay [expr $clk_period * $clk_io_pct] -clock clk0 $non_clock_inputs
set_output_delay [expr $clk_period * $clk_io_pct] -clock clk0 [all_outputs]
==> results.cfg <==
; flow metrics
[outcome]
result_of_the_run = complete, no violations

[power_and_ir_drop]
sw_frac_of_total = 0.243
p_seq_frac = 0.500
total_power_mw = 4.85
power_per_cell_area_nw_per_um2 = 10.6
p_leak_nw = 143
switchingPower_mw = 1.18
power.combinational.fraction = 0.092
irDropWorstVdd_mv = 0.00933
proportion_of_power_drawn_by_the_clock_network = 0.408
internal_power_mw = 3.67

[worst_setup_path]
setup.worst_path.end_class = register
critPathKind = in -> reg
worst_ep_arrival_time_ns = 52.94
path_max_fanout = 60
cpMaxStageDelayCell = sky130_fd_sc_hd__buf_4
crit_required_ns = 192.55
worstSetupStartpointType = input pin
crit_top_cell = sky130_fd_sc_hd__buf_4
slowest_stage_delay_on_critical_path_ns = 0.73
rrSetupSlack_ns = 179.13

[synthesis]
synth_simple_gate_area_share = 0.0212
enable_flop_cells = 9696
ys_sh_xor = 0.00102
post-synth-top-area-cell = sky130_fd_sc_hd__edfxtp_1
netlist-cell-type-count = 95
top_area_frac = 0.734
netlist_logic_family_top = multiplexers
synth_async_sr_flop_share = 0
synthTopCellsByCount = sky130_fd_sc_hd__edfxtp_1 (9696), sky130_fd_sc_hd__mux4_2 (3135), sky130_fd_sc_hd__nand2_1 (801)
synthMuxAreaShare = 0.195
netlist.top_cell.by_instances = sky130_fd_sc_hd__edfxtp_1
ff_type = sky130_fd_sc_hd__edfxtp_1
yosys_instances = 18512
syn_inst = 18512
synth.avg_cell_area_sq_um = 21.4
synthesized_area_fraction_occupied_by_adder_cells = 0.000221
postSynthRegisterBits = 9882
synth_compound_gate_area_share = 0.0259
synth-seq-area-share = 0.743
yosysWarnings = 1
ys_area_sq_um = 397000
synth_cell_area_sq_um = 397000
netlist_top_cells_area = sky130_fd_sc_hd__edfxtp_1 (73%), sky130_fd_sc_hd__mux4_2 (18%), sky130_fd_sc_hd__mux2i_1 (1.5%)

[global_routing]
antenna_violations_before_repair = 211
grt_first_pass_wirelength_mm = 2030
number_of_global_route_vias_before_repair = 224447
grt.overflow.total = 0
grt_usage = 0.341
maximum_number_of_pins_on_one_net_before_global_route_repair = 89

[sta]
rsz0062_at_grt = no
timing.final.hold_violations = 0
finalWorstSetupSlack_ns = 139.61
final.setup_skew_ns = 0.202
setup_viol = 0
timing_worst_slew_pin_value_ns = 1.33
relSlewSlack = 0.102
max_clock_freq_mhz = 19.2
final.period_utilization = 0.272
finalWorstPathRequiredPeriod_ns = 52.19
final.setup.tns_ns = 0
holdWs_ns = 0.467
finalMaxSlewViolations = 0

[detailed_routing]
num_vias = 212730
wire_per_inst_microns = 44.8
drt-total-wl_mm = 1530
detail_route.first_pass.iterations = 6
initialDrtViolationCount = 17442
via_per_inst = 6.21
antenna_violating_nets_post_route = 0
drc_errors = 0

[floorplanning]
chipArea_sq_um = 996000
floorplan.die.height_microns = 998
ios = 131
core_area_sq_um = 988000
placementRows = 365
initCoreUtil = 0.401
die_x_microns = 998

[layout]
layout.filler_cells = 80207
multiInputGateArea_sq_um = 100000
layout-drive-gt1-share = 0.317
synthToLayoutAreaGrowth_pct = 15.3
area.sequential_sq_um = 295000
final_area_sq_um = 457000

[clocking]
cts_hold_repair.buffers = 0
tritoncts.num_buffers = 1063
htreeDepth = 7
clock_sinks = 9882
cts-root-to-sink-buffers = 5
insertion_delay_ns = 1.22
cts_resized = 0
cts_tree = built
clk_pin_slew_worst_paths_ns = 0.06
cts.repair_timing.setup_buffer_count = 0
clock_tree.root_cell = sky130_fd_sc_hd__clkbuf_16

[job]
cap_violations = 0
log.warning_count = 35

[place]
dp_hpwl_mm = 1010
gp_congestion = 1.07
place_area_sq_um = 423000
place_ws_ns = 139.14
numPortBuffers = 129

[worst_hold_path]
hp-class = reg -> reg
-- stage by stage --
step / std cells / utilization
after floorplan: 18512 / -
after global placement: 32046 / 0.428
after detailed placement: 32046 / 0.428
after CTS: 33892 / 0.462
after global routing: 34154 / 0.463
final: 34259 / 0.463
-- state kept, by name, summed over array words and instances, names as in the netlist, 23 cells and up --
name          flops
inner_dirty      64
inner_tag      1472
inner_recent     32
tag              23
inner_data     8192
inner_valid      64
dout             32
-- cells by family (layout without fill, tap and decap cells) --
group | count (synthesis) | in the layout
compound gates | 1590 | 1590
xor+xnor | 46 | 46
fa+ha+maj | 7 | 7
buf+inv | 1210 | 3378
flops | 9882 | 9882
mux | 3792 | 3792
other cells | 0 | 367
simple gates | 1985 | 1985
-- layer usage --
| layer | up-vias | GRT usage | routed length [microns] |
|---|---|---|---|
| met2 | 18832 | 0.438 | 647000 |
| li1 | 82031 | - | - |
| met1 | 108134 | 0.335 | 403000 |
| met3 | 3422 | 0.337 | 353000 |
| met5 | - | 0.141 | 15100 |
| met4 | 311 | 0.193 | 116000 |
-- placed cells by master (no fill, tap or decap), types with 96 or more instances in the layout --
cell,Yosys,final
sky130_fd_sc_hd__nand2_1,801,772
sky130_fd_sc_hd__a22oi_1,186,183
sky130_fd_sc_hd__o21ai_0,174,154
sky130_fd_sc_hd__nand3_1,169,164
sky130_fd_sc_hd__clkinv_1,1,190
sky130_fd_sc_hd__a31oi_1,124,123
sky130_fd_sc_hd__dfxtp_1,186,186
sky130_fd_sc_hd__a21oi_1,535,519
sky130_fd_sc_hd__clkdlybuf4s50_1,0,96
sky130_fd_sc_hd__mux2i_1,590,581
sky130_fd_sc_hd__edfxtp_1,9696,9696
sky130_fd_sc_hd__buf_4,97,1357
sky130_fd_sc_hd__diode_2,0,367
sky130_fd_sc_hd__nor2_4,0,306
sky130_fd_sc_hd__clkbuf_16,0,1095
sky130_fd_sc_hd__o22ai_1,132,129
sky130_fd_sc_hd__mux4_2,3135,3135
sky130_fd_sc_hd__clkbuf_1,660,241
sky130_fd_sc_hd__nor2_1,752,391
sky130_fd_sc_hd__clkinv_2,0,154
-- final timing paths --
| path | start | endpoint | depth (start not counted) |
|---|---|---|---|
| setup / recovery | addr[5] | inner_data[34][26] | 33 |
| hold / removal | inner_dirty[49] | inner_dirty[49] | 1 |
| setup reg to reg | inner_tag[5][5] | inner_data[34][26] | 27 |
| hold reg to reg | inner_dirty[49] | inner_dirty[49] | 1 |
-- layout make-up --
cell class                      count  share of cell area
Sequential cell                  9882               0.645
Multi-Input combinational cell   7420               0.219
Clock buffer                     1345              0.0621
Tap cell                        13212              0.0361
Timing Repair Buffer             1509              0.0260
Clock inverter                    501              0.0101
Antenna cell                      367             0.00201
Inverter                           23            0.000254
-- critical path, delay by kind of cell --
kind                   cells  cell delay (ns)
AND/OR/NAND/NOR            7             2.66
multiplexers               2             0.98
AND-OR/OR-AND              5             1.52
buffers and inverters     18             8.68
XOR/XNOR                   1             0.28
-- power groups by stage --
stage | Combinational [mW] | Sequential (mW) | Clock (mW)
CTS | 0.428 | 2.42 | 2.00
finish | 0.446 | 2.42 | 1.98
global route | 0.452 | 2.42 | 2.08
Power is estimated from default activity; no workload was simulated.
